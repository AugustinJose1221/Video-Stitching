$ cat flow/design.v
module hold(
input clk,
input [7:0] fifo1_data_i,
input [7:0] fifo2_data_i,
input [7:0] fifo3_data_i,
input ready_i,
output reg [7:0] fifo1_data_o,
output reg [7:0] fifo2_data_o,
output reg [7:0] fifo3_data_o,
output reg idle_o,
output reg ready_o,
output reg done_o
);
reg [7:0] hold_data1 [2:0];
reg [7:0] hold_data2 [2:0];
reg [7:0] hold_data3 [2:0];
reg [7:0] COL_COUNT;
reg WINDOW_FLAG;
reg [7:0] HSYNC;
reg [7:0] W_COUNT;
reg MODE;
initial begin
  fifo1_data_o <= 8'b0000_0000;
  fifo2_data_o <= 8'b0000_0000;
  fifo3_data_o <= 8'b0000_0000;
  idle_o <= 1'b1;
  ready_o <= 1'b0;
  done_o <= 1'b0;
  COL_COUNT = 8'b0000_0000;
  WINDOW_FLAG = 1'b0;
  HSYNC = 8'b0000_0010;
  W_COUNT = 8'b0000_0000;
  MODE = 1'b0;
end
always @(posedge clk) begin
  if (ready_i == 1'b1 && MODE == 1'b0) begin
    done_o <= 1'b0;
    hold_data1[0] = hold_data1[1];
    hold_data1[1] = hold_data1[2];
    hold_data1[2] = fifo1_data_i;
    hold_data2[0] = hold_data2[1];
    hold_data2[1] = hold_data2[2];
    hold_data2[2] = fifo2_data_i;
    hold_data3[0] = hold_data3[1];
    hold_data3[1] = hold_data3[2];
    hold_data3[2] = fifo3_data_i;
    COL_COUNT = COL_COUNT + 8'b0000_0001;
    if (COL_COUNT == 8'b0000_0011) begin
      WINDOW_FLAG = 1'b1;
    end
    if (WINDOW_FLAG == 1'b1) begin
      idle_o <= 1'b0;
      ready_o <= 1'b0;
      COL_COUNT = -1;
      MODE = 1'b1;
    end
  end
  if (W_COUNT == 8'b0000_0011) begin
    idle_o <= 1'b1;
    ready_o <= 1'b0;
    W_COUNT = 8'b0000_0000;
    MODE = 1'b0;
    HSYNC = HSYNC + 8'b0000_0001;
    if (HSYNC == 8'b0000_0101) begin
      done_o <= 1'b1;
      WINDOW_FLAG = 1'b0;
      HSYNC = 8'b0000_0010;
      hold_data1[0] = 8'b0000_0000;
      hold_data1[1] = 8'b0000_0000;
      hold_data1[2] = 8'b0000_0000;
      hold_data2[0] = 8'b0000_0000;
      hold_data2[1] = 8'b0000_0000;
      hold_data2[2] = 8'b0000_0000;
      hold_data3[0] = 8'b0000_0000;
      hold_data3[1] = 8'b0000_0000;
      hold_data3[2] = 8'b0000_0000;
      fifo1_data_o <= 8'b0000_0000;
      fifo2_data_o <= 8'b0000_0000;
      fifo3_data_o <= 8'b0000_0000;
    end
  end
  if (MODE == 1'b1) begin
    if (W_COUNT < 8'b0000_0011) begin
      idle_o <= 1'b0;
      ready_o <= 1'b1;
      fifo1_data_o <= hold_data1[W_COUNT];
      fifo2_data_o <= hold_data2[W_COUNT];
      fifo3_data_o <= hold_data3[W_COUNT];
      W_COUNT = W_COUNT + 8'b0000_0001;
    end
  end
end
endmodule
module Fifo(
input clk,
input data_valid,
input [7:0] data_i,
input idle_i,
input done_i,
output reg [7:0] fifo1_data_o,
output reg [7:0] fifo2_data_o,
output reg [7:0] fifo3_data_o,
output reg idle,
output reg ready,
output reg done
);
parameter WIDTH = 5;  
parameter HEIGHT = 5;  
integer i;
reg MODE;  
reg [7:0] R_COUNT;   
reg [7:0] W_COUNT;   
reg WINDOW_FLAG;
reg [7:0] COL_COUNT;
reg [7:0] VSYNC;
reg [7:0] fifo1 [WIDTH-1:0];
reg [7:0] fifo2 [WIDTH-1:0];
reg [7:0] fifo3 [WIDTH-1:0];
initial begin
  fifo1_data_o <= 8'b0000_0000;
  fifo2_data_o <= 8'b0000_0000;
  fifo3_data_o <= 8'b0000_0000;
  idle <= 1'b1;
  ready <= 1'b0;
  done <= 1'b0;
  MODE = 1'b0;
  COL_COUNT = 8'b0000_0000;
  W_COUNT = 8'b0000_0000;
  WINDOW_FLAG = 1'b0;
  VSYNC = 8'b0000_0010;
end
always @(posedge clk) begin
  if (data_valid == 1'b1 && MODE == 1'b0) begin
    fifo1[0] = fifo1[1];
    fifo1[1] = fifo1[2];
    fifo1[2] = fifo1[3];
    fifo1[3] = fifo1[4];
    fifo1[4] = fifo2[0];
    fifo2[0] = fifo2[1];
    fifo2[1] = fifo2[2];
    fifo2[2] = fifo2[3];
    fifo2[3] = fifo2[4];
    fifo2[4] = fifo3[0];
    fifo3[0] = fifo3[1];
    fifo3[1] = fifo3[2];
    fifo3[2] = fifo3[3];
    fifo3[3] = fifo3[4];
    fifo3[4] = data_i;
    COL_COUNT = COL_COUNT + 8'b0000_0001;
    if (COL_COUNT == 3 * WIDTH) begin
      WINDOW_FLAG = 1'b1;
      COL_COUNT = WIDTH;
    end
    if (WINDOW_FLAG == 1'b1 && COL_COUNT == WIDTH) begin
      idle <= 1'b0;
      ready <= 1'b0;
      COL_COUNT = 8'b0000_0000;
      MODE = 1'b1;
    end
  end
  if (data_valid == 1'b0 && MODE == 1'b1  && idle_i == 1'b1) begin
    idle <= 1'b0;
    ready <= 1'b1;
    if (W_COUNT < WIDTH) begin
      fifo1_data_o <= fifo1[W_COUNT];
      fifo2_data_o <= fifo2[W_COUNT];
      fifo3_data_o <= fifo3[W_COUNT];
      W_COUNT = W_COUNT + 8'b0000_0001;
    end
    if (W_COUNT == WIDTH && done_i == 1'b1) begin
      ready <= 1'b0;
      idle <= 1'b1;
      W_COUNT = 8'b0000_0000;
      MODE = 1'b0;
      VSYNC = VSYNC + 8'b0000_0001;
      if (VSYNC == 8'b0000_0101) begin
        done <= 1'b1;
      end
    end
  end
end
endmodule
module conv(
input clk,
input ready,
input [7:0] fifo1_data_i,
input [7:0] fifo2_data_i,
input [7:0] fifo3_data_i,
output reg [15:0] data_o,
output reg done
);
reg [7:0] buffer1 [2:0];
reg [7:0] buffer2 [2:0];
reg [7:0] buffer3 [2:0];
reg [3:0] count = 4'b0000;
initial begin
  done <= 1'b0;
  data_o <= 8'b0000_0000;
end
always @(posedge clk) begin
  if (ready == 1) begin
    buffer1[count] <= fifo1_data_i;
    buffer2[count] <= fifo2_data_i;
    buffer3[count] <= fifo3_data_i;
    count = count + 4'b0001;
  end
  if (count == 4'b0011) begin
      count = 4'b0000;
      done <= 1'b1;
  end
  if (done) begin
      data_o <= ((buffer1[2]  - buffer1[0]) + ((buffer2[2] * 2) - (buffer2[0] * 2)) + (buffer3[2]  - buffer3[0] ));
      done <= 1'b0;
    end
end
endmodule
module fifo_conv_top(
input clk,
input data_valid,
input [7:0] data_i,
output wire idle,
output wire done,
output wire [15:0] data_o,
output wire conv_done
);
wire [7:0] fifo1_data_o;
wire [7:0] fifo2_data_o;
wire [7:0] fifo3_data_o;
wire [7:0] fifo1_data_i;
wire [7:0] fifo2_data_i;
wire [7:0] fifo3_data_i;
wire ready;
wire idle_o;
wire ready_o;
wire done_o;
Fifo myFifo(.clk(clk), .data_valid(data_valid), .data_i(data_i), .fifo1_data_o(fifo1_data_i), .fifo2_data_o(fifo2_data_i), .fifo3_data_o(fifo3_data_i), .idle(idle), .idle_i(idle_o), .ready(ready), .done(done), .done_i(done_o));
hold myHold(.clk(clk), .fifo1_data_i(fifo1_data_i), .fifo2_data_i(fifo2_data_i), .fifo3_data_i(fifo3_data_i), .fifo1_data_o(fifo1_data_o), .fifo2_data_o(fifo2_data_o), .fifo3_data_o(fifo3_data_o), .ready_i(ready), .idle_o(idle_o), .ready_o(ready_o), .done_o(done_o));
conv myConv(.clk(clk), .ready(ready_o), .fifo1_data_i(fifo1_data_o), .fifo2_data_i(fifo2_data_o), .fifo3_data_i(fifo3_data_o), .data_o(data_o), .done(conv_done));
endmodule
$ cat flow/run.sh
#!/bin/bash
# OpenROAD 26Q1-2900-gdf79404cd8, Yosys 0.63+post, stock flow scripts
make -C /OpenROAD-flow-scripts/flow DESIGN_CONFIG=/design/flow/config.mk WORK_HOME=/design/flow/orfs finish
$ cat flow/config.mk
export PLATFORM = sky130hd
export DESIGN_NAME = fifo_conv_top
export DESIGN_NICKNAME = fifo_conv_top
export VERILOG_FILES = /design/flow/design.v
export SDC_FILE = /design/flow/constraint.sdc
export NUM_CORES = 4
export LEC_CHECK = 1
export CORE_UTILIZATION = 50
$ cat flow/constraint.sdc
current_design fifo_conv_top

set clk_period 13.1
set clk_io_pct 0.2

create_clock -name clk0 -period $clk_period [get_ports {clk}]

set non_clock_inputs [all_inputs -no_clocks]
set_input_delay [expr $clk_period * $clk_io_pct] -clock clk0 $non_clock_inputs
set_output_delay [expr $clk_period * $clk_io_pct] -clock clk0 [all_outputs]
==> results.json <==
{
  "status": "complete, no violations",
  "arrival_ns": 5.70,
  "drt_pass1_iterations": 4,
  "pwr_density_cell_nw_per_um2": 171,
  "cts.htree.levels": 2,
  "ios": 29,
  "rsz0062_at_grt": "false",
  "drc_errors": 0,
  "die_x_um": 181,
  "cp_max_fo": 67,
  "chipArea_um2": 32600,
  "finalPower_uw": 3080,
  "fin_crit_ns": 5.44,
  "grt_max_degree": 76,
  "worstHoldPathType": "flip-flop to flip-flop",
  "ff2ff_path_depth": 15,
  "cts-root-buf": "clkbuf_16",
  "port_buffers": 28,
  "rows": 65,
  "vdd_drop_max_uv": 142,
  "warnings": 38,
  "ys_warn_count": 9,
  "fillCellCount": 2559,
  "start_kind": "primary input",
  "post-route-period-util": 0.415,
  "required_ns": 13.36,
  "crit_type": "primary input to flip-flop",
  "drive_above_1_share": 0.161,
  "ys_types": 60,
  "cts_sinks": 367,
  "critical_path.cell_chain": "clkdlybuf4s50_1, nor2b_4, buf_4, buf_4, mux2_2, a32oi_1, nand2_1, mux2_2",
  "worst_pin_slew_ns": 0.823,
  "drv_slew": 0,
  "area_growth_pct": 12.7,
  "critPathTopFamily": "buffers and inverters",
  "syn_area_um2": 16000,
  "post_cts_resized": 0,
  "initCoreUtil": 0.507,
  "grt_overflow": 0,
  "slew_headroom": 0.451,
  "syn_avg_cell_area_um2": 11.0,
  "grt_pass1_wl_mm": 46.7,
  "crit_path_top_delay_cell": "buf_4",
  "hold_depth": 0,
  "die_h_um": 181,
  "tritoncts": "built",
  "post-cts-setup-buffers": 0,
  "antennaDiodeCount": 0,
  "clkTransAtPathRegs_ns": 0.06,
  "detail_route.vias_per_cell": 5.32,
  "grt_antenna_before_repair": 0,
  "core_um2": 31500,
  "max_stage_delay_ns": 0.78,
  "ys.flop_type": "dfxtp_1",
  "skew_ns": 0.0228,
  "ctsHoldBuffers": 0,
  "synth-async-reset-ratio": 0,
  "wl_per_cell_um": 14.8,
  "drv_cap": 0,
  "leakage_uw": 0.00745,
  "worst_skew_pair.late_latency_ns": 0.52,
  "flop_area_um2": 8670,
  "drt_wl_total_mm": 28.1,
  "grt_pass1_vias": 9405,
  "cp-end-kind": "flip-flop",
  "yosys_area_um2": 16000,
  "ys_seq_share": 0.543,
  "cp_num_buf_inv": 3,
  "clock_path_buffers": 3,
  "setup_viol": 0,
  "final_hold_viol_count": 0,
  "gp_congestion": 0.774,
  "num_vias": 10100,
  "comb_area_um2": 6680,
  "cts_buffers": 39,
  "edf_count": 132,
  "whs_ns": 0.352,
  "ys_cells": 1456,
  "clock.fmax_mhz": 184,
  "track_usage": 0.184,
  "ys_ff": 367,
  "dp_hpwl_mm": 17.3,
  "drtIter0Drc": 493,
  "tns_ns": 0,
  "cp.depth": 8,
  "detail-route-antenna-nets": 0,
  "syn_inst": 1456
}
-- worst reg2reg max path, stage by stage (launching register included) --
cell	delay, ns
edfxtp_1	0.35
inv_1	0.09
ha_1	0.14
inv_1	0.05
fa_1	0.46
xnor2_1	0.17
fa_1	0.59
inv_1	0.05
ha_1	0.28
a21o_1	0.15
a21oi_1	0.22
o21bai_1	0.11
a2111oi_0	0.63
o31ai_1	0.21
a21oi_1	0.22
xnor2_1	0.08
-- flip-flops by register name, summed over array words and instances (netlist names), 16 cells and up --
register,count
myFifo.fifo1,40
myFifo.fifo2,40
myFifo.fifo3,40
myHold.hold_data1,24
myHold.hold_data2,24
myHold.hold_data3,24
myConv.buffer1,16
myConv.buffer2,16
myConv.buffer3,16
myConv.data_o,16
-- layer usage --
metal  vias to the layer above  routed length, um  part of all wire  track usage
li1                       5159                  -                 -            -
met1                      4749              13900              0.49        0.297
met2                       135              12600              0.45        0.281
met3                        36               1090             0.039       0.0326
met4                         0                529             0.019       0.0328
met5                         -                  0                 0            0
-- power breakdown --
group          leakage, uW  internal [uW]  total (uW)  switching (uW)
Sequential         0.00299           1410        1500            94.0
Clock             0.000677            724        1160             431
Combinational      0.00378            251         422             171
Total              0.00745           2380        3080             696
-- path summary, 6_finish.rpt --
kind	startpoint	endpoint	slack, ns
max	data_valid	myFifo.fifo2_data_o[6]	7.66
min	myHold.W_COUNT[5]	myHold.W_COUNT[5]	0.35
max reg2reg	myConv.buffer1[2][0]	myConv.data_o[10]	9.05
min reg2reg	myHold.W_COUNT[5]	myHold.W_COUNT[5]	0.35
-- per-stage QoR --
step           worst slack, ns  utilization  area, um2  cells
6_report                  7.66        0.571      18000   1894
2_1_floorplan             8.07            -      16000   1456
4_1_cts                   7.67        0.571      18000   1894
3_3_place_gp              7.18        0.528      16600   1824
5_1_grt                   7.50        0.571      18000   1894
3_5_place_dp              7.15        0.528      16600   1824
-- cell usage after synthesis, types with 3 or more instances --
cell      number  area [um2]
dfxtp_1      235        4700
nand2_1      225         845
mux2_2       144        1620
edfxtp_1     132        3960
inv_1         83         312
a21oi_1       71         355
ha_1          56         701
clkbuf_1      52         195
nor2_1        48         180
nand3_1       44         220
o21ai_0       38         190
xnor2_1       37         324
a22oi_1       27         203
mux2i_1       25         250
a221o_1       24         240
a32oi_1       24         210
o21ai_1       24         120
buf_2         19        95.1
xor2_1        15         131
fa_1          13         260
a21o_1        10        75.1
buf_1         10        37.5
nand2b_1      10        62.6
nor2b_1       10        62.6
nor3_1        10        50.1
o21bai_1       7        52.6
and3_1         6        37.5
and2_1         5        31.3
a31oi_1        4        25.0
nor4_1         4        25.0
o31ai_1        4        30.0
a21boi_0       3        22.5
nand4_1        3        18.8
o21a_1         3        22.5
-- layout by cell type (no fill, tap or decap), types with 10 or more instances in the layout --
cell type        netlist  layout
a21o_1                10      10
a21oi_1               71      71
a221o_1               24      24
a22oi_1               27      27
a32oi_1               24      24
buf_4                  2      21
clkbuf_1              52      11
clkbuf_16              0      45
clkdlybuf4s50_1        0      28
dfxtp_1              235     235
edfxtp_1             132     132
fa_1                  13      13
ha_1                  56      56
inv_1                 83      83
mux2_2               144     144
mux2i_1               25      25
nand2_1              225     225
nand3_1               44      44
nor2_1                48      48
o21ai_0               38      38
o21ai_1               24      24
xnor2_1               37      37
xor2_1                15      15
-- kinds of logic after synthesis --
kind of cell / synth area share
simple gates: 0.102
flops: 0.543
compound gates: 0.107
mux: 0.117
buf+inv: 0.0413
fa+ha+maj: 0.0602
xor+xnor: 0.0286
other cells: 0.000235
-- area by class of cell --
| type | instances | area share |
|---|---|---|
| sequential | 367 | 0.482 |
| multi-input combinational | 922 | 0.372 |
| clock buffer | 62 | 0.0685 |
| tap | 402 | 0.0280 |
| timing repair buffer | 49 | 0.0244 |
| inverter | 84 | 0.0175 |
| clock inverter | 8 | 0.00779 |
Power figures rest on the tool's default switching activity, not on a simulated workload.
