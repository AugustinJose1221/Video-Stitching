<file path="flow/design.v">
`timescale 1ns / 1ps
module rgb2gray(
    input clk,
    input rst,
    input [7:0] red_i,
    input [7:0] green_i,
    input [7:0] blue_i,
    input done_i,
    output reg [7:0] grayscale_o,
    output reg [7:0] done_o
    );
    always @(posedge clk) begin
        done_o <= 1'b1;
        if (rst) begin
            grayscale_o <= 8'b0000_0000;
            done_o <= 1'b0;
        end
        else begin
            if (done_i == 1) begin
                grayscale_o <= (red_i>>2)+(red_i>>5)+(green_i>>1)+(green_i>>4)+(blue_i>>4)  + (blue_i>>5);
                done_o <= 1'b1;
            end
            else begin
                grayscale_o <= 0;
                done_o <= 0;
            end
         end
     end
endmodule
</file>
<file path="flow/run.sh">
#!/bin/bash
# OpenROAD 26Q1-2900-gdf79404cd8, Yosys 0.63+post, stock flow scripts
make -C /OpenROAD-flow-scripts/flow DESIGN_CONFIG=/design/flow/config.mk WORK_HOME=/design/flow/orfs finish
</file>
<file path="flow/constraint.sdc">
current_design rgb2gray

set clk_period 6.8
set clk_io_pct 0.2

create_clock -name clk0 -period $clk_period [get_ports {clk}]

set non_clock_inputs [all_inputs -no_clocks]
set_input_delay [expr $clk_period * $clk_io_pct] -clock clk0 $non_clock_inputs
set_output_delay [expr $clk_period * $clk_io_pct] -clock clk0 [all_outputs]
</file>
<file path="flow/config.mk">
export PLATFORM = sky130hd
export DESIGN_NAME = rgb2gray
export DESIGN_NICKNAME = rgb2gray
export VERILOG_FILES = /design/flow/design.v
export SDC_FILE = /design/flow/constraint.sdc
export NUM_CORES = 4
export LEC_CHECK = 1
export CORE_AREA = 10 10 91 91
export DIE_AREA = 0 0 101 101
</file>
==> run_summary.xml <==
<?xml version="1.0" encoding="UTF-8"?>
<metrics>
  <group name="logic_synthesis">
    <metric name="synth.lib_cells_used.distinct" unit="">23</metric>
    <metric name="synthCells" unit="">96</metric>
    <metric name="synth-seq-cells" unit="">9</metric>
    <metric name="synth-warning-count" unit="">1</metric>
    <metric name="asyncSetResetFlopFracSynth" unit="%">0</metric>
    <metric name="synth.yosys.seq_area_share" unit="%">18.5</metric>
    <metric name="post_synth_edffs" unit="">0</metric>
    <metric name="flop_cell" unit="">sky130_fd_sc_hd__dfxtp_1</metric>
    <metric name="synth_area_leader_cell" unit="">sky130_fd_sc_hd__fa_1</metric>
    <metric name="synth.top_cell.area_share" unit="%">30.8</metric>
    <metric name="synth.yosys.num_cells" unit="">96</metric>
    <metric name="avg_cell_area_syn" unit="um2">10.2</metric>
    <metric name="yosys-top-cells-area" unit="">sky130_fd_sc_hd__fa_1, sky130_fd_sc_hd__dfxtp_1, sky130_fd_sc_hd__ha_1</metric>
    <metric name="syn_area" unit="um2">975</metric>
    <metric name="synth_chip_area" unit="um2">975</metric>
  </group>
  <group name="sta">
    <metric name="maximum_clock_frequency" unit="GHz">0.223</metric>
    <metric name="post-route-worst-setup-slack" unit="ps">2310</metric>
    <metric name="tns" unit="ps">0</metric>
    <metric name="final_min_period_over_clock_period" unit="%">66.1</metric>
    <metric name="post-route-min-period" unit="ps">4490</metric>
    <metric name="timing.final.hold_violations" unit="">0</metric>
    <metric name="grt_setup_unrepaired" unit="">no</metric>
    <metric name="slew_violations" unit="">0</metric>
    <metric name="finalSetupViolations" unit="">0</metric>
  </group>
  <group name="critical_path">
    <metric name="worst_path_most_repeated_cell" unit="">sky130_fd_sc_hd__inv_1</metric>
    <metric name="timing.critical_path.slowest_stage_cell" unit="">sky130_fd_sc_hd__fa_1</metric>
    <metric name="critPathMaxStageDelay" unit="ps">590</metric>
    <metric name="endpoint_kind" unit="">flip-flop</metric>
    <metric name="launching_element_type_of_the_critical_path" unit="">input pin</metric>
    <metric name="critical_path_arrival" unit="ps">4620</metric>
    <metric name="setup.worst_path.class" unit="">in2reg</metric>
    <metric name="path_cells" unit="">clkdlybuf4s50_1 -&gt; inv_1 -&gt; fa_1 -&gt; inv_1 -&gt; fa_1 -&gt; inv_1 -&gt; fa_1 -&gt; inv_1 -&gt; ha_1 -&gt; a211oi_1 -&gt; nor2_1 -&gt; o311ai_1</metric>
    <metric name="setup.worst_path.start" unit="">red_i[5]</metric>
    <metric name="worst_ep_required_time" unit="ps">6930</metric>
    <metric name="worst-path-max-fanout" unit="">3</metric>
  </group>
  <group name="final_layout">
    <metric name="drive_above_1_share" unit="%">4.76</metric>
    <metric name="final_cell_mix" unit="">sky130_fd_sc_hd__clkdlybuf4s50_1, sky130_fd_sc_hd__inv_1, sky130_fd_sc_hd__fa_1</metric>
    <metric name="area_delta_synth_final" unit="%">38.6</metric>
    <metric name="final_cell_count_no_fill" unit="">203</metric>
    <metric name="final_layout_top_logic_cell" unit="">sky130_fd_sc_hd__clkdlybuf4s50_1</metric>
    <metric name="filler_cell_count" unit="">665</metric>
  </group>
  <group name="flow_run">
    <metric name="openroad.warnings" unit="">32</metric>
    <metric name="timing.max_cap.violations" unit="">0</metric>
  </group>
  <group name="clocking">
    <metric name="number_of_clock_buffers_inserted_by_tritoncts" unit="">3</metric>
    <metric name="cts_hold_buf" unit="">0</metric>
    <metric name="cts_sinks" unit="">9</metric>
    <metric name="post_cts_resized" unit="">0</metric>
    <metric name="maximum_clock_path_buffer_count" unit="">2</metric>
    <metric name="ctsHtreeMaxLevel" unit="">1</metric>
    <metric name="clk_pin_slew_worst_paths" unit="ps">40</metric>
    <metric name="cts_root_buf" unit="">sky130_fd_sc_hd__clkbuf_8</metric>
    <metric name="postCtsSetupBuffers" unit="">0</metric>
    <metric name="clock_tree_from_tritoncts" unit="">done</metric>
  </group>
  <group name="routing">
    <metric name="routed_wire_length_per_instance" unit="um">9.87</metric>
    <metric name="totalWireLength" unit="um">2000</metric>
    <metric name="vias_per_cell" unit="">3.38</metric>
    <metric name="dr.first_iter.drc_count" unit="">18</metric>
    <metric name="first_pass_iters" unit="">2</metric>
    <metric name="drt_drc_violations_left" unit="">0</metric>
    <metric name="postRouteAntennaNets" unit="">0</metric>
    <metric name="routed-via-count" unit="">687</metric>
    <metric name="insertedDiodeCount" unit="">0</metric>
  </group>
  <group name="global_route">
    <metric name="grt_max_degree" unit="">9</metric>
    <metric name="remaining_global_route_overflow" unit="">0</metric>
    <metric name="via_count_of_the_first_global_routing_pass" unit="">751</metric>
    <metric name="grt_pass1_wl" unit="um">3340</metric>
    <metric name="antenna_found_initial" unit="">0</metric>
    <metric name="gr-usage-all-layers" unit="%">3.99</metric>
  </group>
  <group name="floorplan">
    <metric name="num_rows" unit="">29</metric>
    <metric name="placeableCoreArea" unit="um2">6350</metric>
    <metric name="boundaryPins" unit="">43</metric>
    <metric name="die_width" unit="um">101</metric>
    <metric name="die_area" unit="um2">10200</metric>
    <metric name="initCoreUtil" unit="%">15.3</metric>
    <metric name="die_y" unit="um">101</metric>
  </group>
  <group name="min_path">
    <metric name="launch_point_of_the_worst_hold_path" unit="">done_i</metric>
    <metric name="hold-path-cell-count" unit="">3</metric>
    <metric name="hold-path-endpoint" unit="">grayscale_o[3]</metric>
    <metric name="hold_path_class" unit="">in2reg</metric>
  </group>
  <group name="power_and_ir_drop">
    <metric name="leakage_power" unit="nW">0.623</metric>
    <metric name="maximum_resistive_drop_on_vdd" unit="mV">0.102</metric>
    <metric name="powerDensity" unit="nW/um2">210</metric>
  </group>
  <group name="place">
    <metric name="detailed_place_hpwl" unit="um">1890</metric>
    <metric name="preCtsSetupSlack" unit="ps">2050</metric>
    <metric name="place_congestion" unit="">0.764</metric>
    <metric name="dp.cells" unit="">199</metric>
    <metric name="place.port_buffers" unit="">28</metric>
  </group>
  <group name="run_status">
    <metric name="status" unit="">completed</metric>
  </group>
</metrics>
## through the flow
step                total power, mW  util [%]  hold slack [ps]  instance area [um2]
CTS                           0.292      21.3             1860                 1350
finish                        0.284      21.3             1840                 1350
detailed placement            0.231      20.6             2030                 1310
global placement              0.231      20.6             2040                 1310
floorplan                     0.171         -             1600                  997
global route                  0.323      21.3             1860                 1350
## flip-flops by register name, indices dropped and copies added (netlist names)
register     flops
done_o           1
grayscale_o      8
## area by class of cell
cell class | instances | area (um2) | area share [%]
sequential | 9 | 180 | 13.3
clock buffer | 4 | 45.0 | 3.33
tap | 77 | 96.3 | 7.13
inverter | 26 | 100 | 7.41
multi-input combinational | 59 | 649 | 48.1
timing repair buffer | 28 | 280 | 20.7
## worst max-delay path, delay by kind of cell
family                   cells  cell delay (ps)
adder cells (fa/ha/maj)      4             1920
AND/OR/NAND/NOR              1              120
buffers and inverters        5              750
AND-OR/OR-AND                2              470
## cell families (layout without fill, tap and decap cells)
| kind of cell | after synthesis | in the layout | synth area share [%] |
|---|---|---|---|
| buf+inv | 34 | 58 | 17.2 |
| fa+ha+maj | 27 | 27 | 46.2 |
| simple gates | 18 | 18 | 12.5 |
| flops | 9 | 9 | 18.5 |
| compound gates | 7 | 7 | 5.26 |
| other cells | 1 | 7 | 0.385 |
## metal layers
layer  vias up  routed length (um)  GRT usage [%]  part of all wire (%)
li1        343                   -              -                     -
met1       318                 737           4.53                    37
met2        24                 996           6.58                    50
met3         2                 227           2.15                    11
met4         0                  41          0.643                   2.0
met5         -                   0              0                     0
## how the worst max path moves through the flow
| stage | end | slack (ps) | cells after the start |
|---|---|---|---|
| CTS | grayscale_o[7] | 2280 | 12 |
| global route | grayscale_o[7] | 2060 | 12 |
| finish | grayscale_o[7] | 2310 | 12 |
## synthesized netlist by cell type, types with 2 or more instances
cell,count
sky130_fd_sc_hd__nor2b_1,2
sky130_fd_sc_hd__fa_1,15
sky130_fd_sc_hd__nor3_1,5
sky130_fd_sc_hd__a211oi_1,2
sky130_fd_sc_hd__dfxtp_1,9
sky130_fd_sc_hd__and2_1,2
sky130_fd_sc_hd__o21a_1,2
sky130_fd_sc_hd__buf_4,7
sky130_fd_sc_hd__inv_1,25
sky130_fd_sc_hd__ha_1,12
sky130_fd_sc_hd__nor2_1,3
## power by group
part           total (mW)  switching, mW  internal (mW)  leakage [nW]
Clock              0.0594         0.0187         0.0406        0.0228
Combinational       0.158         0.0735         0.0847         0.526
Sequential         0.0667        0.00271         0.0640        0.0741
Power is estimated from default activity; no workload was simulated.
